[flow/run.sh]
#!/bin/bash
# OpenROAD 26Q1-2900-gdf79404cd8, Yosys 0.63+post, stock flow scripts
make -C /OpenROAD-flow-scripts/flow DESIGN_CONFIG=/design/flow/config.mk WORK_HOME=/design/flow/orfs finish
[flow/config.mk]
export PLATFORM = sky130hd
export DESIGN_NAME = pipeline
export DESIGN_NICKNAME = pipeline
export VERILOG_FILES = /design/flow/design.v
export SDC_FILE = /design/flow/constraint.sdc
export NUM_CORES = 4
export LEC_CHECK = 1
export CORE_AREA = 10 10 91 91
export DIE_AREA = 0 0 101 101
[flow/constraint.sdc]
current_design pipeline

set clk_period 1.0
set clk_io_pct 0.2

create_clock -name clk0 -period $clk_period [get_ports {clk}]

set non_clock_inputs [all_inputs -no_clocks]
set_input_delay [expr $clk_period * $clk_io_pct] -clock clk0 $non_clock_inputs
set_output_delay [expr $clk_period * $clk_io_pct] -clock clk0 [all_outputs]
[flow/design.v]
module pipeline #(
	parameter int unsigned WIDTH = 32,
	parameter int unsigned STAGES = 1,
	parameter logic RESET = 0
)(
	input logic clk,
	input logic reset,
	input logic [WIDTH-1:0] dataIn,
	output logic [WIDTH-1:0] dataOut
);
logic [WIDTH-1:0] dataRegister [STAGES:0]; 
assign dataRegister[0] = dataIn;
assign dataOut = dataRegister[STAGES];
generate
for(genvar i=0; i<STAGES; ++i) begin : pipelineStages
	if(RESET) begin
		always_ff @(posedge clk) begin : stage
			if(reset) begin
				dataRegister[i+1] <= '0;
			end else begin
				dataRegister[i+1] <= dataRegister[i];
			end
		end
	end else begin
		always_ff @(posedge clk) begin : stage
			dataRegister[i+1] <= dataRegister[i];
		end
	end
end
endgenerate
endmodule
==> impl_report.txt <==
FLOW METRICS REPORT
----------------------------------------------------
[Route]
  Total wire length ........................ 2.25 mm
  Antenna cells ........................ 0
  First-iteration detailed-routing DRC count ........................ 1
  Detail-routed via count per cell ........................ 2.70
  Detailed-route via count ........................ 489
  Antenna Violating Nets Remaining ........................ 0
  Wire length per cell ........................ 12.4 um
  DRT Pass-1 Iters ........................ 3
  DRC violations left ........................ 0

[Timing]
  Setup Total Neg Slack ........................ 0 ns
  Final number of setup-violating endpoints ........................ 0
  F_max ........................ 1050 MHz
  Fraction of the cycle the final worst path needs ........................ 95.5%
  Worst-Margin Slew ........................ 0.0682 ns
  Relative slew slack ........................ 95.5%
  Setup ws final ........................ 0.0450 ns
  Final tally of hold violations ........................ 0
  Shortest clock period the worst path allows after layout ........................ 0.955 ns
  Setup repair after global routing missed its margin ........................ false
  Max-slew violations ........................ 0

[Job]
  Count of maximum capacitance violations ........................ 0
  OpenROAD warnings ........................ 26

[Hold path]
  Worst hold-check path type ........................ in2reg

[Yosys]
  Chip Area, Yosys ........................ 641 um2
  Asr flop ratio synth ........................ 0%
  Flops & latches, synth ........................ 32
  Post-synth cell types ........................ 1
  Dominant Register Cell ........................ dfxtp_1
  Area fraction of the dominant cell type after synthesis ........................ 100%
  Synth cell count leaders ........................ 32 x dfxtp_1
  Avg Inst Size Synth ........................ 20.0 um2
  Cell area after synthesis ........................ 641 um2
  Most frequent cell after synthesis ........................ dfxtp_1
  Count of library flops with an enable pin ........................ 0
  Library cell occupying the most area in the post-synthesis netlist ........................ dfxtp_1
  Number of standard cells reported by yosys ........................ 32
  Synth warn ........................ 2
  Main area contributors after synthesis ........................ dfxtp_1 100%
  Register share after synthesis ........................ 100%
  Gate count after technology mapping ........................ 32

[Critical path]
  Cells along the critical path ........................ clkdlybuf4s15_1
  Crit path max fanout ........................ 1
  Crit-path leading delay family ........................ flip-flops
  Crit path max-delay cell type ........................ dfxtp_1
  Crit path DRT ........................ 0.80 ns
  Crit path buffers/inverters ........................ 1
  Type of destination of the critical path ........................ output port
  Critical Path AT ........................ 0.75 ns
  Kind of critical path ........................ reg2out
  Largest incremental delay on the critical path ........................ 0.31 ns
  Category of the worst setup path launch point ........................ flop

[Power and ir drop]
  Share of total power in combinational logic ........................ 7.1%
  Flop pwr share ........................ 53.1%
  Leakage ........................ 0.582 nW
  Power per standard cell area ........................ 1890 nW/um2
  Net Sw Power ........................ 0.000515 W
  Internal power consumption ........................ 0.00205 W
  Part of the total power dissipated in the clock network ........................ 39.8%
  Worst supply voltage drop on vdd ........................ 0.000440 V
  Switching power as a share of total power ........................ 20.1%

[Placed design]
  Setup slack at placement ........................ 0.0138 ns
  Global placer's final weighted congestion ........................ 0.683
  Placed cell count ........................ 173
  Port-buffer cells ........................ 64
  Placed instance area ........................ 1380 um2

[Layout]
  Area Overhead vs Synth ........................ 112%
  Post-route cell area ........................ 1360 um2
  Multi-input gates ........................ 0
  Storage cell area ........................ 653 um2
  Filler-free cell count of the finished design ........................ 181
  Reg with most FFs ........................ dataRegister
  Area of the multi-input gates ........................ 0 um2
  Layout cells sized above 1 ........................ 41.3%
  Fillers ........................ 669
  Max FFs per register ........................ 32
  Registers with the most flip-flops ........................ dataRegister (32)

[Global route]
  Antenna violations before repair ........................ 0
  Total Routing Usage GR ........................ 4.21%
  Wire length of the first global-routing pass ........................ 3.19 mm
  Total congestion overflow after global routing ........................ 0
  Number of global-route vias before repair ........................ 515
  Pin count of the biggest net entering global routing ........................ 11

[Floorplan]
  Chip area ........................ 10200 um2
  Std-Cell Rows ........................ 29
  Vertical die dimension ........................ 101 um
  Floorplan utilization ........................ 10.1%
  X dimension of the die ........................ 101 um
  Std-Cell Core Area ........................ 6350 um2
  IO Pins ........................ 66

[CTS]
  TritonCTS clock tree ........................ done
  Post-cts hold buffer count ........................ 0
  CTS Buffer Depth ........................ 2
  Level count of the clock H-tree ........................ 2
  Number of buffers created by CTS ........................ 5
  Root Buffer ........................ clkbuf_8
  Cells resized by post-CTS repair ........................ 68
  Clock Sinks ........................ 32
  Clk pin slew, worst setup/hold paths ........................ 0.07 ns
  # Post-CTS Setup Buffers ........................ 0

[Status]
  Result of the run ........................ finished, final reports clean

----------------------------------------------------
## cells by family (layout without fill, tap and decap cells)
family,Yosys count,count (layout),share of synthesized area (%)
buffers and inverters,0,72,0
DFF,32,32,100
## final timing paths
path | start | endpoint | slack (ns) | cells past startpoint
worst max-delay path | dataRegister[1][10] | dataOut[10] | 0.05 | 1
worst min-delay path | dataIn[28] | dataRegister[1][28] | 0.35 | 1
## power groups by stage
stage	Sequential [W]	Clock (W)	Combinational (W)
after global routing	0.00137	0.00116	0.000202
after CTS	0.00136	0.00109	0.000216
final	0.00136	0.00102	0.000183
## area by class of cell
type                  instances  area share (%)
Clock inverter                2           0.737
Timing Repair Buffer         64            38.0
Tap cell                     77            7.10
Clock buffer                  6            6.08
Sequential cell              32            48.1
## metal layers
metal	global-route usage [%]	up-vias	routed length (um)
met3	4.09	5	402
met5	0	-	0
met1	3.86	211	752
met2	6.63	36	1050
met4	0.857	0	44
li1	-	237	-
## cells in the final DEF, fill, tap and decap left out
cell type        Yosys  final
buf_2                0      1
dfxtp_1             32     22
clkdlybuf4s15_1      0      7
clkinv_2             0      2
clkdlybuf4s50_1      0     32
clkbuf_2             0     24
dfxtp_2              0     10
clkbuf_8             0      6
## per-stage QoR
stage	hold slack, ns	util, %	power (W)
detailed placement	0.652	21.7	0.00163
CTS	0.343	23.1	0.00266
finish	0.351	21.4	0.00257
global route	0.330	21.4	0.00273
global placement	0.650	21.7	0.00163
floorplan	0.228	-	0.00137
Power and IR drop assume default switching activity.
